==> flow/design.v <==
`default_nettype none
module 
picoblaze_template
#(
parameter clk_freq_in_hz = 25000000
) (
				output reg[7:0] led,
        output reg LED0,
				input interrupt,
        input clk,
				input [7:0] input_data
			     );
wire[9:0]  address;
wire[17:0]  instruction;
wire[7:0]  port_id;
wire[7:0]  out_port;
reg[7:0]  in_port;
wire  write_strobe;
wire  read_strobe;
wire  interrupt_ack;
wire  kcpsm3_reset;
reg[26:0] int_count;
reg event_1hz;
reg        lcd_rw_control;
reg[7:0]   lcd_output_data;
pacoblaze3 led_8seg_kcpsm
(
                  .address(address),
               .instruction(instruction),
                   .port_id(port_id),
              .write_strobe(write_strobe),
                  .out_port(out_port),
               .read_strobe(read_strobe),
                   .in_port(in_port),
                 .interrupt(interrupt),
             .interrupt_ack(interrupt_ack),
                     .reset(kcpsm3_reset),
                       .clk(clk));
 wire [19:0] raw_instruction;
	pacoblaze_instruction_memory 
	pacoblaze_instruction_memory_inst(
     	.addr(address),
	    .outdata(raw_instruction)
	);
	always @ (posedge clk)
	begin
	      instruction <= raw_instruction[17:0];
	end
    assign kcpsm3_reset = 0;                       
 always @ (posedge clk)
 begin
    case (port_id[7:0])
        8'h0:    in_port <= input_data;
        default: in_port <= 8'bx;
    endcase
end
  always @ (posedge clk)
  begin
        if (write_strobe & port_id[7])   
          led <= out_port;
        if (write_strobe & port_id[5])   
            LED0 <= out_port;
  end
endmodule
module addsub1(
	op, oc, y, a, b, c_in,
	c_out, h_out
);
input op, oc;  
output [16-1:0] y;
input [16-1:0] a, b;
input c_in;
output c_out;
output h_out;
wire [16/2-1:0] yh, yl;
wire [16/2-1:0]
	ah = a[16-1:16/2], al = a[16/2-1:0];
wire [16/2-1:0] bh, bl;
wire c =
	(!oc) ? 0 :
	(op) ? ~c_in : c_in;
wire d, e;
assign bh = (op) ? ~b[16-1:16/2] : b[16-1:16/2];
assign bl = (op) ? ~b[16/2-1:0] : b[16/2-1:0];
assign {d, yl} = al + bl + c;
assign {e, yh} = ah + bh + d;
assign h_out = (op) ? ~d : d;
assign c_out = (op) ? ~e : e;
assign y = {yh, yl};
endmodule
module addsub2(
	op, oc, y, yl, a, b, c_in,
	c_out, h_out
);
input op, oc;  
output [16-1:0] y;
input [16-1:0] a, b;
input c_in;
output c_out;
output h_out;
output [16/2-1:0] yl;
wire [16/2-1:0]
	al = a[16/2-1:0];
wire [16-1:0] bs;
wire [16/2-1:0] bl;
wire c =
	(!oc) ? 0 :
	(op) ? ~c_in : c_in;
wire d, e;
assign bl = (op) ? ~b[16/2-1:0] : b[16/2-1:0];
assign bs = (op) ? ~b : b;
assign {d, yl} = al + bl + c;
assign {e, y} = a + bs + c;
assign h_out = (op) ? ~d : d;
assign c_out = (op) ? ~e : e;
endmodule
==> flow/run.sh <==
#!/bin/bash
# OpenROAD 26Q1-2900-gdf79404cd8, Yosys 0.63+post, stock flow scripts
make -C /OpenROAD-flow-scripts/flow DESIGN_CONFIG=/design/flow/config.mk WORK_HOME=/design/flow/orfs finish
==> flow/config.mk <==
export PLATFORM = sky130hd
export DESIGN_NAME = addsub2
export DESIGN_NICKNAME = addsub2
export VERILOG_FILES = /design/flow/design.v
export SDC_FILE = /design/flow/constraint.sdc
export NUM_CORES = 4
export LEC_CHECK = 1
export CORE_AREA = 10 10 73 73
export DIE_AREA = 0 0 83 83
==> flow/constraint.sdc <==
current_design addsub2

set clk_period 12.4
set clk_io_pct 0.2

create_clock -name clk0 -period $clk_period

set non_clock_inputs [all_inputs -no_clocks]
set_input_delay [expr $clk_period * $clk_io_pct] -clock clk0 $non_clock_inputs
set_output_delay [expr $clk_period * $clk_io_pct] -clock clk0 [all_outputs]
==> reports/highlights.md <==
Finish
* 0 um2 — FF/Latch Area
* 0 — Layout clock buffers
* 386 — filler instances
* 0 — total number of sequential cells
* 61.51% — area delta synth->final
* 1580 um2 — post-route standard cell area excluding fillers
* 0.03977 — proportion of layout cells with a drive suffix above 1

Setup path
* output pin — type of element capturing the critical path
* 19 — maximum fanout along the worst path
* 9.92 ns — worst endpoint required time
* op — Critical Path Start
* 6.27 ns — data arrival time of the worst path
* in2out — critical path class
* input port — sort of element at the start of the critical path
* 0.48 ns — stage delay of the slowest cell on the critical path
* sky130_fd_sc_hd__clkdlybuf4s50_1 — standard cell with the maximum stage delay on the critical path
* clkdlybuf4s50_1 > buf_4 > xor2_1 > and2_1 > fa_1 > fa_1 > a21o_1 > a221oi_2 > nor2_2 > a221o_2 > o31ai_2 > xnor2_1 > clkdlybuf4s50_1 — crit-path cells

Clock tree
* 0 — post-CTS setup buffers
* 0 — CTS-repair resized insts
* 0 — count of hold-fix buffers inserted at cts

Synthesis
* 28 — number of library cell types mapped by synthesis
* sky130_fd_sc_hd__xor2_1 — post-synthesis cell type with the largest instance count
* 0 — fraction of the yosys area taken by sequential cells
* sky130_fd_sc_hd__xor2_1, sky130_fd_sc_hd__ha_1, sky130_fd_sc_hd__xnor2_1, sky130_fd_sc_hd__a21oi_1, sky130_fd_sc_hd__buf_4 — dominant cells by area after synthesis
* sky130_fd_sc_hd__xor2_1 — most area-hungry cell type in the Yosys netlist
* 978.4 um2 — chip area line of the yosys report
* 126 — number of instances in the synthesized netlist
* 126 — yosys stat cell total
* 978.4 um2 — cell area after synthesis
* sky130_fd_sc_hd__xor2_1, sky130_fd_sc_hd__ha_1, sky130_fd_sc_hd__a21oi_1 — most numerous cell types in the synthesized netlist
* 0.1969 — top cell type's share of synthesized area
* 0 — count of warnings emitted by yosys
* 7.765 um2 — Avg Inst Size Synth

Die
* 0.2614 — floorplan-stage core utilization
* 61 — top-level port count
* 22 — Core Rows
* 3744 um2 — core area
* 6889 um2 — total die area
* 83 um — width of the chip
* 83 um — vertical die dimension

Detailed routing
* 2887 um — wire length reported by the detailed router
* 12.89 um — Avg WL per Cell
* 0 — DRC Markers
* 0 — number of nets still failing antenna checks after routing
* 0 — antenna cells
* 4.478 — vias per std cell
* 47 — DRC marker count from the first detailed-route iteration
* 1003 — via total after detailed routing
* 4 — number of iterations in the first detailed-routing pass

Global routing
* 4919 um — wire length of the first global-routing pass
* 0 — initial antenna violation count
* 0.07982 — aggregate global-route resource usage
* 0 — final global-route overflow total
* 1092 — number of global-route vias before repair
* 20 — pin count of the biggest net entering global routing

Power and ir drop
* 36.06 uV — largest vdd supply drop
* 79.32 nW/um2 — ratio of total power to cell area
* 0.6857 nW — leakage
* 0.1253 mW — total chip power

Timing
* 0.1142 GHz — Max Clk Rate
* 0 — Final Hold Violating Endpoints
* 0.7060 — post-layout period usage
* false — setup repair after global routing missed its margin
* 0.7288 — tightest slew margin relative to the limit
* 0.4068 ns — slew at the pin closest to its max-slew limit
* 0 ns — Final TNS setup
* 0 — Final Max Slew Viols
* 0 — endpoints failing setup
* 8.754 ns — Min Clock Period, post-route

Placement
* 0.8674 — last weighted congestion value of the routability-driven placer
* 1580 um2 — standard cell area after detailed placement
* 2524 um — post-detail-place hpwl
* 61 — number of buffers inserted by port buffering

Worst hold path
* a[0] — startpoint of the most critical hold path
* in2out — Tightest Hold Check Type
* 3 — Hold Path Stages

Run
* 32 — count of tool warnings
* 0 — max-capacitance violation count

Outcome
* complete, no violations — run status

report_power, final:
part	total, mW	switching, mW	internal [mW]
registers	0	0	0
logic	0.125	0.0437	0.0817
clock network	0	0	0
path summary, 6_finish.rpt:
path	slack, ns	to
max	3.65	y[14]
min	6.10	yl[0]
cells in the final DEF (no fill, tap or decap), types with 3 or more instances in the layout:
cell / netlist / final
sky130_fd_sc_hd__a21o_1: 6 / 6
sky130_fd_sc_hd__a21oi_1: 14 / 14
sky130_fd_sc_hd__a31oi_1: 3 / 3
sky130_fd_sc_hd__clkdlybuf4s50_1: 0 / 61
sky130_fd_sc_hd__ha_1: 15 / 15
sky130_fd_sc_hd__inv_1: 3 / 3
sky130_fd_sc_hd__nand2_1: 7 / 7
sky130_fd_sc_hd__nand3_1: 6 / 6
sky130_fd_sc_hd__o21ai_0: 8 / 8
sky130_fd_sc_hd__xnor2_1: 11 / 11
sky130_fd_sc_hd__xor2_1: 22 / 22
final cells by class:
cell class,count,area (um2),share of cell area
timing repair buffer,62,618.1,0.3911
tap,48,60.06,0.03800
multi-input combinational,111,890.9,0.5637
inverter,3,11.26,0.007126
critical path, delay by kind of cell:
family,cells,cell delay (ns)
adders and majority gates,2,0.83
xor gates and xnor gates,2,0.25
buffers and inverters,3,1.23
and+or+nand+nor,2,0.26
AOI/OAI and AO/OA,4,1.22
metal layers:
metal  up-vias  global-route usage  routed length, um  part of all wire
li1        542                   -                  -                 -
met1       428              0.1080               1400              0.48
met2        33              0.1306               1283              0.44
met3         0             0.02165                204             0.071
met4         0                   0                  0                 0
met5         -                   0                  0                 0
logic make-up (layout without fill, tap and decap cells):
logic type,count (synthesis),count (layout),synth area share
xor+xnor,33,33,0.2954
compound gates,42,42,0.2877
simple gates,19,19,0.09464
fa+ha+maj,17,17,0.2327
buf+inv,15,65,0.08951
per-stage QoR:
stage / hold slack, ns / util / instances / worst slack [ns]
final: 6.097 / 0.4221 / 224 / 3.646
after global routing: 6.178 / 0.4221 / 224 / 3.400
after CTS: 6.107 / 0.4221 / 224 / 3.609
after detailed placement: 6.102 / 0.4221 / 224 / 3.616
after global placement: 6.102 / 0.4221 / 224 / 3.659
after floorplan: 5.099 / - / 126 / 4.428
No activity file was given, so power comes from the tool's default toggle rates.
