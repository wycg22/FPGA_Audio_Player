===== /design/flow/config.mk =====
export PLATFORM = sky130hd
export DESIGN_NAME = blockram
export DESIGN_NICKNAME = blockram
export VERILOG_FILES = /design/flow/design.v
export SDC_FILE = /design/flow/constraint.sdc
export NUM_CORES = 4
export LEC_CHECK = 1
export CORE_UTILIZATION = 50
export SYNTH_MEMORY_MAX_BITS = 65536

===== /design/flow/design.v =====
`default_nettype none
module 
picoblaze_template
#(
parameter clk_freq_in_hz = 25000000
) (
				output reg[7:0] led,
        output reg LED0,
				input interrupt,
        input clk,
				input [7:0] input_data
			     );
wire[9:0]  address;
wire[17:0]  instruction;
wire[7:0]  port_id;
wire[7:0]  out_port;
reg[7:0]  in_port;
wire  write_strobe;
wire  read_strobe;
wire  interrupt_ack;
wire  kcpsm3_reset;
reg[26:0] int_count;
reg event_1hz;
reg        lcd_rw_control;
reg[7:0]   lcd_output_data;
pacoblaze3 led_8seg_kcpsm
(
                  .address(address),
               .instruction(instruction),
                   .port_id(port_id),
              .write_strobe(write_strobe),
                  .out_port(out_port),
               .read_strobe(read_strobe),
                   .in_port(in_port),
                 .interrupt(interrupt),
             .interrupt_ack(interrupt_ack),
                     .reset(kcpsm3_reset),
                       .clk(clk));
 wire [19:0] raw_instruction;
	pacoblaze_instruction_memory 
	pacoblaze_instruction_memory_inst(
     	.addr(address),
	    .outdata(raw_instruction)
	);
	always @ (posedge clk)
	begin
	      instruction <= raw_instruction[17:0];
	end
    assign kcpsm3_reset = 0;                       
 always @ (posedge clk)
 begin
    case (port_id[7:0])
        8'h0:    in_port <= input_data;
        default: in_port <= 8'bx;
    endcase
end
  always @ (posedge clk)
  begin
        if (write_strobe & port_id[7])   
          led <= out_port;
        if (write_strobe & port_id[5])   
            LED0 <= out_port;
  end
endmodule
module blockram(
	clk, rst,
	enb, wen, addr, din, dout
);
parameter width = 8, depth = 10, size = 1<<depth;
input clk, rst, enb, wen;
input [depth-1:0] addr;
input [width-1:0] din;
output reg [width-1:0] dout;
reg [width-1:0] ram[0:size-1];
always @(posedge clk)
	if (rst) dout <= 'hx;  
	else if (enb)
		if (wen) ram[addr] <= din;
		else dout <= ram[addr];
endmodule

===== /design/flow/run.sh =====
#!/bin/bash
# OpenROAD 26Q1-2900-gdf79404cd8, Yosys 0.63+post, stock flow scripts
make -C /OpenROAD-flow-scripts/flow DESIGN_CONFIG=/design/flow/config.mk WORK_HOME=/design/flow/orfs finish

===== /design/flow/constraint.sdc =====
current_design blockram

set clk_period 50.9
set clk_io_pct 0.2

create_clock -name clk0 -period $clk_period [get_ports {clk}]

set non_clock_inputs [all_inputs -no_clocks]
set_input_delay [expr $clk_period * $clk_io_pct] -clock clk0 $non_clock_inputs
set_output_delay [expr $clk_period * $clk_io_pct] -clock clk0 [all_outputs]

==> results.cfg <==
; synthesis and place-and-route metrics
[timing]
skew_ns = 0.0638
final_hold_viol_count = 0
slew_viol_final = 12
finalClockPeriodUsage_pct = 33.0
final.setup.tns_ns = 0
fmax_mhz = 59.6
slew_headroom_pct = -12.3
finalWorstSetupSlack_ns = 34.12
whs_ns = 1.25
rsz0062_at_grt = false
setup_viol_count_final = 0
tightest_slew_ns = 1.67
fin_crit_ns = 16.78

[placed_design]
placed_cells = 24800
numPortBuffers = 29
place_area_mm2 = 0.329
dp_hpwl_mm = 566
routabilityCongestion = 0.938
post-place-ws_ns = 33.02

[synthesis]
netlist_area_mm2 = 0.317
edf_count = 8200
async_reset_ff_share_pct = 0
ys_cells = 16800
synth_cell_types = 77
ys_seq_share_pct = 77.8
synth-warning-count = 1
ys_sh_simple_pct = 3.10
fa_ha_area_share_pct = 0
syn_area_per_cell_um2 = 18.9
synthFlopType = edfxtp_1
xor_area_share_pct = 0
ys.flops = 8200
logic_family = multiplexers
yosys_area_mm2 = 0.317
syn_inst = 16800
synth.mux.area_fraction_pct = 13.6
synthAoiAreaFrac_pct = 3.84

[critical_path]
arrival_ns = 17.64
crit_chain = buf_16 -> buf_4 -> buf_4 -> buf_4 -> buf_4 -> buf_4 -> buf_4 -> buf_4 -> mux2i_1 -> o22ai_1 -> nor4_1 -> nand3_1 -> nand4_1 -> and4b_1 -> nand4b_1
critPathCaptureType = flip-flop
crit_path_top_delay_cell = nor4_1
crit_top_cell = buf_4
rr_worst_depth = 7
path_buffers = 8
timing.rr.start = ram[539][5]
cp_top_family = buffers and inverters
cp-start-kind = input pin
rr_endpoint = dout[5]
path_max_fanout = 69
worstSetupPathType = input pin to flip-flop
required_ns = 51.76
cp_slowest_stage_delay_ns = 0.88
reg2reg_slack_ns = 46.54

[flow_run]
maxCapViolations = 1
warnings = 51

[power]
vdd_ir_drop_max_mv = 0.0384
internal-power_mw = 10.8
p_leak_nw = 116
p_sw_mw = 2.94
seqPwrFrac_pct = 54.1
total_power_mw = 13.8
p_clk_share_pct = 41.5
switching_share_pct = 21.4
pwr-share-comb_pct = 4.4
p_per_area_mw_per_mm2 = 38.9

[routing]
wirelength_mm = 918
route.top_layer_used = met5
wire_per_inst_um = 34.7
routed-wl-met2_mm = 415
wl_met1_mm = 287
via_per_inst = 6.14
dr.first_iter.drc_count = 12100
dr.pass1.iters = 6
routed-wl-met3_mm = 171
drc = 0
vias = 162000
ant_nets = 0

[clock_tree]
cts_hold_buf = 0
clk_pin_slew_ns = 0.06
cts.root.buffer_cell = clkbuf_16
cts_resized = 0
clock_sinks = 8200
clk_path_buf_depth = 4
htreeDepth = 6
clk_latency_ns = 1.18
numCtsBuffers = 810
cts_tree = done
post_cts_buffers = 0

[finish]
final_area_mm2 = 0.354
final_util_pct = 56.3
layout-drive-gt1-share_pct = 14.7
finalNonFillerCells = 26400
syn_to_final_growth_pct = 11.8

[die]
core_area_mm2 = 0.629
die_height_um = 798
io_pins = 30
placementRows = 291
die_w_um = 798
dieArea_mm2 = 0.636
fp_util_pct = 50.3

[min_path]
min_path_type = flip-flop to flip-flop
hold_start = ram[836][2]
holdPathStages = 7
holdPathEnd = dout[2]

[global_routing]
grt_max_degree = 125
grt_pass1_vias = 170000
globalRoute.totalOverflow = 0
grt_first_pass_wirelength_mm = 1290
grt_util_all_layers_pct = 32.5
antenna_found_initial = 101

[status]
violations = capacitance limit, slew limit
outcome = finished, violations left
## synthesized netlist by cell type, types with 12 or more instances
cell type	n	area, um2
o22ai_1	1130	7070
nand3_1	145	726
nor2_1	1301	4880
buf_2	480	2400
buf_6	34	383
clkbuf_1	425	1600
o21a_1	12	90.1
nand4_1	32	200
a21oi_1	21	105
nand2_1	249	935
a22oi_1	181	1360
a22o_1	36	315
buf_1	96	360
nor3_1	145	726
o211ai_1	19	143
nand3b_1	12	90.1
o2111ai_1	25	219
mux2_2	20	225
o221ai_1	15	131
edfxtp_1	8200	246000
nor4_1	241	1510
or3_1	18	113
a211oi_1	70	526
mux4_2	694	15600
buf_4	36	270
mux2i_1	2701	27000
o21ai_0	214	1070
a31oi_1	56	350
## power by group through the flow
| stage | Sequential [mW] | Combinational (mW) | Clock [mW] |
|---|---|---|---|
| final | 7.44 | 0.609 | 5.71 |
| after global routing | 7.43 | 0.642 | 6.03 |
| after CTS | 7.44 | 0.606 | 5.78 |
## cells by family after synthesis
logic type	count (synthesis)
flops	8200
mux	3423
simple gates	2218
compound gates	1858
buf+inv	1088
## registers in the layout (all words and copies together) (netlist names)
register,flops
dout,8
ram,8192
## cell type report
type                    instances  area, um2
flip-flops and latches       8200     246000
well taps                    8350      10400
clock buffers                1028      21400
diodes                        139        348
fillers                     46500     275000
repair buffers                771       6300
clock inverters               443       3750
inverters                       3       11.3
multi-input cells            7499      65500
## cells in the final DEF (no fill, tap or decap), types with 31 or more instances in the layout
cell	netlist	final
o21ai_0	214	209
o22ai_1	1130	1130
mux2i_1	2701	2701
buf_4	36	711
clkbuf_1	425	205
nand2_4	0	32
edfxtp_1	8200	8200
nor2_1	1301	1298
mux4_2	694	694
bufinv_16	0	48
a31oi_1	56	56
nand4_1	32	32
diode_2	0	139
clkinv_1	0	195
buf_12	4	31
a211oi_1	70	70
a22oi_1	181	181
nor4_1	241	240
nand2_1	249	216
a22o_1	36	36
nor3_1	145	143
clkinv_2	0	143
clkbuf_16	0	823
nand3_1	145	145
## how the worst max path moves through the flow
stage | slack, ns | end | startpoint | cells after the start
after CTS | 34.21 | dout[3] | addr[1] | 15
after global routing | 33.66 | dout[2] | addr[1] | 15
final | 34.12 | dout[3] | addr[1] | 15
## per-layer routing
layer | up-vias | GRT usage, %
met5 | - | 1.67
met1 | 81800 | 41.3
met4 | 178 | 12.1
met2 | 9104 | 44.3
met3 | 1874 | 25.7
li1 | 69400 | -
## worst register-to-register path: stages (launching register included)
cell,delay (ns)
edfxtp_1,0.36
mux4_2,0.47
a22o_1,0.27
a221oi_1,0.55
a211oi_1,0.35
a211oi_1,1.40
and4b_1,0.54
nand4b_1,0.14
Power and IR drop assume default switching activity.
